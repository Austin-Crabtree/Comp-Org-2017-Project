==> flow/design.v <==
 module CLA(g0, p0, g1, p1, g2, p2, g3, p3, cin, C1, C2, C3, C4, G, P);
  input wire g0, p0, g1, p1, g2, p2, g3, p3;  
	input wire cin;  
	output wire C1, C2, C3, C4;  
	output wire G, P;  
  assign C1 = g0 | (p0 & cin);
  assign C2 = g1 | (p1 & g0) | (p1 & p0 & cin);
  assign C3 = g2 | (p2 & g1) | (p2 & p1 & g0) | (p2 & p1 & p0 & cin);
  assign C4 = g3 | (p3 & g2) | (p3 & p2 & g1) | (p3 & p2 & p1 & g0) | (p3 & p2 & p1 & p0 & cin);
  assign G = g3 | (p3 & g2) | (p3 & p2 & g1) | (p3 & p2 & p1 & g0);
  assign P = p3 & p2 & p1 & p0;
endmodule
module FourBitALU(a, b, cin, op, result, cout, G, P, set, overflow, zero, less);
input [3:0] a, b;    
input [2:0] op;      
output [3:0] result; 
output cout;         
output G, P;         
output set;          
output overflow;     
output zero;
input less;
input cin;
wire p0, p1, p2, p3;
wire g0, g1, g2, g3;
wire C1, C2, C3;
wire set0, set1, set2, set3;
wire cout0, cout1, cout2, cout3;
OneBitALU alu1bit_0(a[0], b[0], cin, less, op, result[0], g0, p0, set0, cout0);  
OneBitALU alu1bit_1(a[1], b[1], C1, 1'b0, op, result[1], g1, p1, set1, cout1);
OneBitALU alu1bit_2(a[2], b[2], C2, 1'b0, op, result[2], g2, p2, set2, cout2);
OneBitALU alu1bit_3(a[3], b[3], C3, 1'b0, op, result[3], g3, p3, set3, cout3);
assign set = result[3];
CLA cla(g0, p0, g1, p1, g2, p2, g3, p3, op[2], C1, C2, C3, cout, G, P);
overflowdetect ovrflw(C3, cout, overflow);
assign zero = ~(result[0] | result[1] | result[2] | result[3]);
endmodule
module Adder(a, b, cin, sum, cout);
	input a, b, cin; 
	output sum, cout;
	assign sum =  (~a & ~b & cin) | (~a & b & ~cin) | (a & ~b & ~cin) | (a & b & cin);
	assign cout = (b & cin) | (a & cin) | (a & b); 
endmodule
module mux2to1(a, b, s, out);
  input a, b, s;
  output out;
  assign out = (~s & a) + (s & b);
endmodule
module mux4to1(a, b, c, d, s1, s0, out);
  input a, b, c, d, s0, s1;
  output out;
  assign out = (~s0 & ~s1 & a) + (~s0 & s1 & b) + (s0 & ~s1 & c) + (s0 & s1 & d);
endmodule
module OneBitALU(a, b, cin, less, op, result, g, p, set, cout);
  input a, b, cin;  
  input [2:0] op;   
  input less;       
  output result;    
  output g, p, set; 
  output cout;
  wire bmux;
  mux2to1 bmux2to1(b, ~b, op[2], bmux);
  assign p = a | bmux;
  assign g = a & bmux;
  Adder sumadder(a, bmux, cin, set, cout);
  mux4to1 resultmux4to1(g, p, set, less, op[1], op[0], result);
endmodule
module overflowdetect (cin, cout, v);
	input cin;    
	input cout;   
	output v;     
	assign v = cin ^ cout;  
endmodule
module ALU16Bit(a, b, cin, less, op, result, cout, set, zero, g, p, overflow);
input [15:0] a, b;
input cin, less;
input [2:0] op; 					 
output [15:0] result;
output cout, set, zero, g, p, overflow;
wire [3:0] c;		 
wire g0, g1, g2,g3, p0, p1, p2, p3;	 
wire [3:0] setv;	 
wire [3:0] ovf;	 
wire [3:0] z;		 
wire C1, C2, C3, C4;
FourBitALU FourBitALU0(  a[3:0], b[3:0],    cin,    less, op,  result[3:0], c[0], g0, p0, setv[0], ovf[0], z[0]);
FourBitALU FourBitALU1(  a[7:4],  b[7:4],  C1,    1'b0, op,  result[7:4], c[1], g1, p1, setv[1], ovf[1], z[1]);
FourBitALU FourBitALU2( a[11:8], b[11:8],  C2,    1'b0, op, result[11:8], c[2], g2, p2, setv[2], ovf[2], z[2]);
FourBitALU FourBitALU3(a[15:12],b[15:12],  C3,    1'b0, op, result[15:12], c[3], g3, p3, setv[3], ovf[3], z[3]);
CLA CLA0(g0, p0, g1, p1, g2, p2, g3, p3, cin, C1, C2, C3, C4, g, p);
assign cout=C4;
assign set=setv[3];
assign zero=z[0]&z[1]&z[2]&z[3];
assign overflow=c[3];
endmodule
module ALU32Bit(a, b, op, result, set, zero, overflow);
input [31:0] a, b;
input [2:0] op;  
output [31:0] result;
output set;  
output zero;  
output overflow;  
wire [7:0] g,p; 
wire [1:0] over;
wire s0,s1, over0,over1;
wire [1:0] z;
wire cout0, cout1;
wire zero0, zero1;
ALU16Bit alu0( a[15:0],  b[15:0], op[2], s1 , op, result[15:0], cout0, s0 , zero0, g[3:0], p[3:0],  over0);
ALU16Bit alu1(a[31:16], b[31:16],  cout0,  1'b0, op,result[31:16], cout1,  s1, zero1, g[7:4], p[7:4],  over1);
assign overflow = cout1;
assign set = s1;
assign zero = zero0 & zero1;
endmodule 
==> flow/run.sh <==
#!/bin/bash
# OpenROAD 26Q1-2900-gdf79404cd8, Yosys 0.63+post, stock flow scripts
make -C /OpenROAD-flow-scripts/flow DESIGN_CONFIG=/design/flow/config.mk WORK_HOME=/design/flow/orfs finish
==> flow/config.mk <==
export PLATFORM = sky130hd
export DESIGN_NAME = ALU32Bit
export DESIGN_NICKNAME = ALU32Bit
export VERILOG_FILES = /design/flow/design.v
export SDC_FILE = /design/flow/constraint.sdc
export NUM_CORES = 4
export LEC_CHECK = 1
export CORE_AREA = 10 10 81 81
export DIE_AREA = 0 0 91 91
==> flow/constraint.sdc <==
current_design ALU32Bit

set clk_period 2.3
set clk_io_pct 0.2

create_clock -name clk0 -period $clk_period

set non_clock_inputs [all_inputs -no_clocks]
set_input_delay [expr $clk_period * $clk_io_pct] -clock clk0 $non_clock_inputs
set_output_delay [expr $clk_period * $clk_io_pct] -clock clk0 [all_outputs]
==> run notes <==
The run gives 142 as the number of cells in the yosys synthesis report. The tool reported: "ERROR: Found 2 problems in 'check -assert'". Warnings reported by Yosys during synthesis add up to 13. The portion of the post-synthesis area used by sequential elements was 0. The run stopped with a tool error. Yosys mapped the design onto 34 distinct sky130hd cell types. The run gives 881 sq um for the chip area line of the yosys report. It got as far as synthesis (1_2_yosys) and failed there.
-- cells in the mapped netlist, types with 3 or more instances --
| library cell | n | area (sq um) |
|---|---|---|
| sky130_fd_sc_hd__o21a_1 | 3 | 22.5 |
| sky130_fd_sc_hd__nand4_1 | 3 | 18.8 |
| sky130_fd_sc_hd__or2_2 | 3 | 18.8 |
| sky130_fd_sc_hd__a31oi_1 | 4 | 25.0 |
| sky130_fd_sc_hd__nand2_1 | 7 | 26.3 |
| sky130_fd_sc_hd__nor3_1 | 4 | 20.0 |
| sky130_fd_sc_hd__o21ai_0 | 10 | 50.1 |
| sky130_fd_sc_hd__buf_4 | 33 | 248 |
| sky130_fd_sc_hd__o22ai_1 | 11 | 68.8 |
| sky130_fd_sc_hd__a21oi_1 | 11 | 55.1 |
| sky130_fd_sc_hd__nor2_1 | 22 | 82.6 |
| sky130_fd_sc_hd__o2bb2ai_1 | 3 | 26.3 |
-- logic make-up after synthesis --
| family | after synthesis | synth area share |
|---|---|---|
| AND-OR/OR-AND | 56 | 0.416 |
| other | 1 | 0.00426 |
| adder cells (fa/ha/maj) | 2 | 0.0227 |
| buffers and inverters | 35 | 0.290 |
| AND/OR/NAND/NOR | 48 | 0.267 |
